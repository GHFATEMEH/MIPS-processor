<file path="flow/run.sh">
#!/bin/bash
# OpenROAD 26Q1-2900-gdf79404cd8, Yosys 0.63+post, stock flow scripts
make -C /OpenROAD-flow-scripts/flow DESIGN_CONFIG=/design/flow/config.mk WORK_HOME=/design/flow/orfs finish
</file>
<file path="flow/config.mk">
export PLATFORM = sky130hd
export DESIGN_NAME = ExMemReg
export DESIGN_NICKNAME = ExMemReg
export VERILOG_FILES = /design/flow/design.v
export SDC_FILE = /design/flow/constraint.sdc
export NUM_CORES = 4
export LEC_CHECK = 1
export CORE_UTILIZATION = 50
</file>
<file path="flow/constraint.sdc">
current_design ExMemReg

set clk_period 1.0
set clk_io_pct 0.2

create_clock -name clk0 -period $clk_period [get_ports {clk}]

set non_clock_inputs [all_inputs -no_clocks]
set_input_delay [expr $clk_period * $clk_io_pct] -clock clk0 $non_clock_inputs
set_output_delay [expr $clk_period * $clk_io_pct] -clock clk0 [all_outputs]
</file>
<file path="flow/design.v">
module Reg2bits(clk, rst, a, w);
	input [1:0] a;
	input clk, rst;
	output reg [1:0] w;
	always @(posedge clk, posedge rst)
	begin
		if(rst == 1) w = 2'b0;
		else w <= a;
	end
endmodule
module Reg32bits(clk, rst, a, w);
	input [31:0] a;
	input clk, rst;
	output reg [31:0] w;
	always @(posedge clk, posedge rst)
	begin
		if(rst == 1) w = 32'b0;
		else w <= a;
	end
endmodule
module Reg5bits(clk, rst, a, w);
	input [4:0] a;
	input clk, rst;
	output reg [4:0] w;
	always @(posedge clk, posedge rst)
	begin
		if(rst == 1) w = 5'b0;
		else w <= a;
	end
endmodule
module ExMemReg(clk, rst, wbIn, wbOut, mIn, mOut, resultIn, resultOut, writeDataIn, writeDataOut, registerRdIn, registerRdOut, registerRtIn, registerRtOut);
input clk, rst;
input [1:0]wbIn, mIn;
input [31:0]resultIn, writeDataIn;
input [4:0]registerRdIn, registerRtIn;
output wire[1:0]wbOut, mOut;
output wire[31:0]resultOut, writeDataOut;
output wire[4:0]registerRdOut, registerRtOut;
Reg2bits WB(clk, rst, wbIn, wbOut);
Reg2bits M(clk, rst, mIn, mOut);
Reg32bits Result(clk, rst, resultIn, resultOut);
Reg32bits WriteData(clk, rst, writeDataIn, writeDataOut);
Reg5bits RegisterRd(clk, rst, registerRdIn, registerRdOut);
Reg5bits RegisterRt(clk, rst, registerRtIn, registerRtOut);
endmodule
</file>
==> run_results.csv <==
group,metric,value,unit
status,outcome,"aborted with a tool error",
status,haltStage,"3_5_place_dp",
status,error,"[ERROR DPL-0036] Detailed placement failed.",
floorplanning,pin_count,158,
yosys,synth_top_cell_by_area,"dfrtp_1",
yosys,netlist_area,1956,sq um
yosys,area_leaders,"dfrtp_1 100%, inv_1 0.19%",
floorplanning,die_x,64.54,microns
floorplanning,fp_util,0.5263,
placed_design,routabilityCongestion,0.7469,
floorplanning,die_h,64.54,microns
yosys,synth-seq-cells,78,
yosys,yosys-stat-area,1956,sq um
floorplanning,std_cell_rows,22,
yosys,synth_seq_share,0.9981,
placed_design,place.port_buffers,157,
yosys,avgSynthCellArea,24.75,sq um
yosys,yosysWarnings,3,
yosys,synth_cell_types,2,
yosys,top_cell_area_share,0.9981,
yosys,synth_cells,79,
yosys,yosys_cells,79,
[Yosys cell counts]
master and n:
dfrtp_1 78, inv_1 1
[logic make-up after synthesis]
family                 share of synthesized area
buffers and inverters                   0.001918
DFF                                       0.9981
[metrics by stage]
step	setup WS, ns	instance area [sq um]	TNS [ns]	std cells	power (W)
after floorplan	-0.08189	1959	-6.387	79	0.003416
after global placement	0.01775	3638	0	287	0.004067
Power and IR drop assume default switching activity.
