### flow/run.sh
#!/bin/bash
# OpenROAD 26Q1-2900-gdf79404cd8, Yosys 0.63+post, stock flow scripts
make -C /OpenROAD-flow-scripts/flow DESIGN_CONFIG=/design/flow/config.mk WORK_HOME=/design/flow/orfs finish
### flow/config.mk
export PLATFORM = sky130hd
export DESIGN_NAME = RegisterFile
export DESIGN_NICKNAME = RegisterFile
export VERILOG_FILES = /design/flow/design.v
export SDC_FILE = /design/flow/constraint.sdc
export NUM_CORES = 4
export LEC_CHECK = 1
export CORE_UTILIZATION = 50
### flow/constraint.sdc
current_design RegisterFile

set clk_period 12.8
set clk_io_pct 0.2

create_clock -name clk0 -period $clk_period [get_ports {clk}]

set non_clock_inputs [all_inputs -no_clocks]
set_input_delay [expr $clk_period * $clk_io_pct] -clock clk0 $non_clock_inputs
set_output_delay [expr $clk_period * $clk_io_pct] -clock clk0 [all_outputs]
### flow/design.v
module RegisterFile(Read_Register1, Read_Register2, Write_Register, Write_Data,
RegWrite, clk, reset, Read_Data1, Read_Data2);
input [4:0] Read_Register1, Read_Register2, Write_Register;
input [31:0] Write_Data;
input clk, reset, RegWrite;
output wire [31:0] Read_Data1, Read_Data2;
reg [31:0] reg_File [0:31];
integer i;
always @(negedge clk, posedge reset)
  begin
    if(reset == 1'b1)begin
      for(i = 0; i < 32; i = i + 1)begin
        reg_File[i] <= 32'b0;
      end
    end
    else if(RegWrite == 1'b1)
            reg_File[Write_Register] <= Write_Data;
    end
assign Read_Data1 = reg_File[Read_Register1];
assign Read_Data2 = reg_File[Read_Register2];
endmodule
==> results_dict.tcl <==
# yosys + openroad results
set metrics [dict create \
    outcome "completed" \
    clock_path_buffers 3 \
    final_antenna_net_count 0 \
    regMostFlops "reg_File" \
    cp_data_required_time_ps 10240 \
    yosysWarnings 2 \
    nFillCells 8996 \
    yosysSeqAreaShare 0.476 \
    slew_violations 0 \
    cts_max_level 3 \
    crit_arrival_ps 9510 \
    synth_cell_types 66 \
    maxCapViolCount 0 \
    clk_pin_slew_ps 50 \
    cts_buffers 113 \
    edf_count 0 \
    largest_reg_flops 1024 \
    cp_max_fo 3 \
    viasPerCell 7.95 \
    setup_tns_ps 0 \
    boundaryPins 114 \
    gp_congestion 1.03 \
    tightest_slew_ps 1180 \
    die_x_um 330 \
    slew_headroom 0.211 \
    pre_cts_ws_ps 769 \
    coreArea_mm2 0.106 \
    p_seq_frac 0.476 \
    pwr-share-comb 0.156 \
    grt_pass1_vias 48100 \
    rsz0062_at_grt "no" \
    placementRows 119 \
    top_cells_by_count "1,032 x mux2_2, 1,024 x dfrtn_1, 868 x nand3_1" \
    clockRootBuffer "clkbuf_16" \
    grt_pass1_wl_mm 397 \
    hp-class "reg2reg" \
    hold_viol 0 \
    clock_skew_ps 0 \
    top_regs "reg_File x1024" \
    top_area_frac 0.476 \
    p_sw_frac 0.294 \
    warnings 39 \
    power.net_switching_mw 2.78 \
    place_area_mm2 0.0572 \
    peakVddDrop_mv 0.135 \
    routedWlPerCell_um 45.6 \
    floorplan.core_util 0.508 \
    via_count 50800 \
    cp-start-kind "flip-flop" \
    first_pass_iters 7 \
    pwr_density_cell_mw_per_mm2 155 \
    cts.repair.resized 0 \
    drtIter0Drc 6333 \
    ys_chip_area_mm2 0.0538 \
    setup_violations 0 \
    netlist_area_mm2 0.0538 \
    dp_hpwl_mm 168 \
    io_buffer_count 113 \
    synth-async-reset-ratio 1.00 \
    synth-main-ff-cell "dfrtn_1" \
    pwr-share-clk 0.367 \
    dieArea_mm2 0.109 \
    grt_max_degree 116 \
    end_kind "output pin" \
    final_area_mm2 0.0612 \
    route.detailed.drc 0 \
    clk_latency_ps 670 \
    finalWorstSetupSlack_ps 733 \
    drt-total-wl_mm 291 \
    hold_buffers 0 \
    synthTopCellsByArea "dfrtn_1 48%, mux2_2 22%, nand3_1 8.1%" \
    netlist_instances 4930 \
    die_y_um 330 \
    p_int_mw 6.68 \
    tritoncts "done" \
    whs_ps 457 \
    ys_cells 4930 \
    area_growth_pct 13.8 \
    path_class "reg2out" \
    grt_overflow 0 \
    leakagePower_nw 26.5 \
    syn_area_per_cell_um2 10.9 \
    postCtsSetupBuffers 0 \
    numSynthFlops 1024 \
    clkSinkCount 1024 \
    top_cell "mux2_2" \
    yosysTopAreaCell "dfrtn_1" \
    grt_usage 0.562 \
    antenna_found_initial 33 \
    finalPower_mw 9.46 \
    drive_gt1_frac 0.323 \
]
==> per-layer routing <==
layer,share of wire,global-route usage,vias up
li1,-,-,18800
met1,0.34,0.706,25300
met2,0.39,0.701,5057
met3,0.19,0.397,1567
met4,0.086,0.343,61
met5,0.0034,0.0517,-
==> area by class of cell <==
cell class	count	area, µm²	share of cell area
multi-input cells	3335	26300	0.429
well taps	1391	1740	0.0284
clock buffers	164	3400	0.0556
clock inverters	42	485	0.00793
diodes	37	92.6	0.00151
flip-flops and latches	1024	25600	0.419
inverters	12	48.8	0.000797
repair buffers	385	3530	0.0576
==> per-stage QoR <==
| step | std cells | util |
|---|---|---|
| 6_report | 6390 | 0.577 |
| 5_1_grt | 6354 | 0.576 |
| 4_1_cts | 6353 | 0.576 |
| 3_5_place_dp | 6147 | 0.540 |
| 3_3_place_gp | 6147 | 0.540 |
| 2_1_floorplan | 4930 | - |
==> critical path, stage by stage (launching register included) <==
cell and delay (ps):
dfrtn_1 420, nand4_1 80, a21oi_1 460, a221o_1 190, nor4_1 50, a31oi_1 620
clkdlybuf4s50_1 610
==> cell families (layout without fill, tap and decap cells) <==
logic type / Yosys count / in the layout / share of synthesized area
AND-OR/OR-AND: 618 / 618 / 0.0899
buffers and inverters: 571 / 603 / 0.0423
flip-flops: 1024 / 1024 / 0.476
AND/OR/NAND/NOR: 1666 / 1666 / 0.172
multiplexers: 1051 / 1051 / 0.220
other: 0 / 37 / 0
==> worst paths after layout <==
check,startpoint,endpoint,slack [ps],depth (start not counted)
max,reg_File[21][1],Read_Data1[1],730,6
min,reg_File[1][15],reg_File[1][15],460,1
max reg2reg,reg_File[8][18],reg_File[8][18],11930,1
min reg2reg,reg_File[1][15],reg_File[1][15],460,1
max in group asynchronous,reset,reg_File[2][17],2570,4
min in group asynchronous,reset,reg_File[30][23],8700,2
==> power groups by stage <==
stage                 sequential (mW)  combinational, mW  clock, mW
final                            4.51               1.48       3.47
after CTS                        4.48               1.43       3.47
after global routing             4.57               1.53       3.59
==> layout by cell type (no fill, tap or decap), types with 37 or more instances in the layout <==
cell,count
dfrtn_1,1024
diode_2,37
buf_4,240
nand4_1,271
and3_1,170
a2111oi_0,59
o32a_1,38
mux2_2,1032
clkdlybuf4s50_1,104
clkbuf_16,117
nor2_1,45
a22oi_1,323
nand3_1,868
Power is estimated from default activity; no workload was simulated.
