$ cat ./run.sh
#!/bin/bash
# OpenROAD 26Q1-2900-gdf79404cd8, Yosys 0.63+post, stock flow scripts
make -C /OpenROAD-flow-scripts/flow DESIGN_CONFIG=/design/flow/config.mk WORK_HOME=/design/flow/orfs finish
$ cat ./config.mk
export PLATFORM = sky130hd
export DESIGN_NAME = IdExReg
export DESIGN_NICKNAME = IdExReg
export VERILOG_FILES = /design/flow/design.v
export SDC_FILE = /design/flow/constraint.sdc
export NUM_CORES = 4
export LEC_CHECK = 1
export CORE_AREA = 10 10 154 154
export DIE_AREA = 0 0 164 164
$ cat ./constraint.sdc
current_design IdExReg

set clk_period 1.0
set clk_io_pct 0.2

create_clock -name clk0 -period $clk_period [get_ports {clk}]

set non_clock_inputs [all_inputs -no_clocks]
set_input_delay [expr $clk_period * $clk_io_pct] -clock clk0 $non_clock_inputs
set_output_delay [expr $clk_period * $clk_io_pct] -clock clk0 [all_outputs]
$ cat ./design.v
module Reg2bits(clk, rst, a, w);
	input [1:0] a;
	input clk, rst;
	output reg [1:0] w;
	always @(posedge clk, posedge rst)
	begin
		if(rst == 1) w = 2'b0;
		else w <= a;
	end
endmodule
module Reg32bits(clk, rst, a, w);
	input [31:0] a;
	input clk, rst;
	output reg [31:0] w;
	always @(posedge clk, posedge rst)
	begin
		if(rst == 1) w = 32'b0;
		else w <= a;
	end
endmodule
module Reg4bits(clk, rst, a, w);
	input [3:0] a;
	input clk, rst;
	output reg [3:0] w;
	always @(posedge clk, posedge rst)
	begin
		if(rst == 1) w = 4'b0;
		else w <= a;
	end
endmodule
module Reg5bits(clk, rst, a, w);
	input [4:0] a;
	input clk, rst;
	output reg [4:0] w;
	always @(posedge clk, posedge rst)
	begin
		if(rst == 1) w = 5'b0;
		else w <= a;
	end
endmodule
module IdExReg(clk, rst, wbIn, wbOut, mIn, mOut, exIn, exOut, readData1In, readData1Out, readData2In, readData2Out, rtIn, rtOut, rdIn, rdOut, rsIn, rsOut, extendedAdrIn, extendedAdrOut); 
  input clk, rst;
  input [1:0]wbIn, mIn;
  input [3:0]exIn;
  input [31:0]readData1In, readData2In, extendedAdrIn;
  input [4:0]rtIn, rdIn, rsIn;
  output wire[1:0]wbOut, mOut;
  output wire[3:0]exOut;
  output wire[31:0]readData1Out, readData2Out, extendedAdrOut;
  output wire[4:0]rtOut, rdOut, rsOut;
  Reg4bits EX(clk, rst, exIn, exOut);
  Reg2bits WB(clk, rst, wbIn, wbOut);
  Reg2bits M(clk, rst, mIn, mOut);
  Reg32bits ReadData1(clk, rst, readData1In, readData1Out);
  Reg32bits ReadData2(clk, rst, readData2In, readData2Out);
  Reg32bits ExtendedAdr(clk, rst, extendedAdrIn, extendedAdrOut);
  Reg5bits Rt(clk, rst, rtIn, rtOut);
  Reg5bits Rs(clk, rst, rsIn, rsOut);
  Reg5bits Rd(clk, rst, rdIn, rdOut);
endmodule
==> node_exporter_impl.prom <==
# HELP chip_impl_metric Yosys and OpenROAD flow results
# TYPE chip_impl_metric gauge
chip_impl_info{name="run_status",value="finished, violations left"} 1
chip_impl_info{name="violations",value="negative setup slack"} 1
chip_impl_metric{name="pin_count",unit=""} 240
chip_impl_metric{name="clock_tree.buffer_depth",unit=""} 2
chip_impl_metric{name="clk_pin_slew",unit="ns"} 0.06
chip_impl_metric{name="worst-endpoint-arrival",unit="ns"} 0.90
chip_impl_metric{name="area_enclosed_by_the_die_boundary",unit="sq mm"} 0.0269
chip_impl_info{name="cpMaxStageDelayCell",value="sky130_fd_sc_hd__dfrtp_1"} 1
chip_impl_metric{name="combGateArea",unit="sq um"} 0
chip_impl_info{name="root_buffer",value="sky130_fd_sc_hd__clkbuf_16"} 1
chip_impl_metric{name="instances_no_fill",unit=""} 663
chip_impl_metric{name="internal_power",unit="uW"} 9360
chip_impl_metric{name="grt_first_pass_wirelength",unit="um"} 14400
chip_impl_metric{name="first_global_vias",unit=""} 2293
chip_impl_metric{name="areaGrowthSynthToFinish",unit="%"} 92.4
chip_impl_metric{name="post_cts_repair_timing_setup_buffer_count",unit=""} 0
chip_impl_metric{name="syn_inst",unit=""} 120
chip_impl_metric{name="post_drt_wl_per_cell",unit="um"} 15.0
chip_impl_metric{name="sequential_share_of_the_synthesized_area",unit="%"} 99.9
chip_impl_metric{name="drtIter0Drc",unit=""} 46
chip_impl_metric{name="detail_route.vias_per_cell",unit=""} 3.00
chip_impl_metric{name="worst_slew_margin_rel",unit="%"} 78.2
chip_impl_metric{name="die_x",unit="um"} 164
chip_impl_metric{name="power.clock.fraction",unit="%"} 49.4
chip_impl_metric{name="synth-cells-yosys",unit=""} 120
chip_impl_info{name="yosys.area.top_type",value="sky130_fd_sc_hd__dfrtp_1"} 1
chip_impl_metric{name="synth-edff-count",unit=""} 0
chip_impl_info{name="ys_top_cells_by_count",value="sky130_fd_sc_hd__dfrtp_1, sky130_fd_sc_hd__inv_1"} 1
chip_impl_metric{name="post_synth.cell_area_avg",unit="sq um"} 24.8
chip_impl_metric{name="syn_area",unit="sq mm"} 0.00298
chip_impl_info{name="timing.hold.worst.start",value="readData2In[20]"} 1
chip_impl_info{name="rsz_0062_raised_after_global_routing",value="true"} 1
chip_impl_metric{name="grt.overflow.total",unit=""} 0
chip_impl_metric{name="max_fo_critical_path",unit=""} 1
chip_impl_metric{name="final_layout_size_suffix_gt1_share",unit="%"} 38.7
chip_impl_metric{name="synthArstFlopShare",unit="%"} 100
chip_impl_info{name="ys_dominant_reg_cell",value="sky130_fd_sc_hd__dfrtp_1"} 1
chip_impl_info{name="min-delay-path-class",value="in -> reg"} 1
chip_impl_metric{name="final_instance_area",unit="sq mm"} 0.00574
chip_impl_info{name="worstSetupEndpointType",value="output pin"} 1
chip_impl_info{name="tritoncts",value="done"} 1
chip_impl_metric{name="detail_route.drc_violations",unit=""} 0
chip_impl_metric{name="antenna_found_initial",unit=""} 0
chip_impl_metric{name="chip_area_line_of_the_yosys_report",unit="sq mm"} 0.00298
chip_impl_metric{name="drv.max_cap_violation_count",unit=""} 0
chip_impl_metric{name="dp_worst_setup_slack",unit="ns"} -0.0859
chip_impl_info{name="worst_hold_path.endpoint",value="ReadData2.w[20]$_DFF_PP0_"} 1
chip_impl_metric{name="die_height",unit="um"} 164
chip_impl_info{name="timing.critical_path.cells",value="buf_6"} 1
chip_impl_metric{name="synth_flops",unit=""} 119
chip_impl_metric{name="gp_routability_congestion",unit=""} 0.800
chip_impl_metric{name="switching_power",unit="uW"} 2300
chip_impl_metric{name="placed_area",unit="sq mm"} 0.00576
chip_impl_metric{name="place.detailed.instances",unit=""} 631
chip_impl_metric{name="finalHoldViolCount",unit=""} 0
chip_impl_metric{name="period_minus_slack",unit="ns"} 1.10
chip_impl_metric{name="dpl.hpwl",unit="um"} 8050
chip_impl_metric{name="clock_buffers_created_by_tritoncts",unit=""} 17
chip_impl_metric{name="hold_depth",unit=""} 1
chip_impl_info{name="path_delay_family",value="flip-flops"} 1
chip_impl_metric{name="timing.final.setup_violations",unit=""} 119
chip_impl_metric{name="ys_warnings",unit=""} 4
chip_impl_metric{name="fmax",unit="GHz"} 0.911
chip_impl_metric{name="initCoreUtil",unit="%"} 14.7
chip_impl_info{name="synth_dominant_cell_count",value="sky130_fd_sc_hd__dfrtp_1"} 1
chip_impl_metric{name="warning_count",unit=""} 28
chip_impl_metric{name="timing.critical_path.required",unit="ns"} 0.80
chip_impl_metric{name="route.antenna.diode_count",unit=""} 0
chip_impl_metric{name="p_seq_share",unit="%"} 43.8
chip_impl_metric{name="worst_slew_pin_slew",unit="ns"} 0.327
chip_impl_metric{name="grt_start_max_net_pins",unit=""} 64
chip_impl_metric{name="grt_usage",unit="%"} 7.19
chip_impl_metric{name="finalMaxSlewViolations",unit=""} 0
chip_impl_metric{name="pwr-share-comb",unit="%"} 6.8
chip_impl_metric{name="port_buffers",unit=""} 239
chip_impl_info{name="top_cells_by_area",value="sky130_fd_sc_hd__dfrtp_1, sky130_fd_sc_hd__inv_1"} 1
chip_impl_metric{name="totalNegativeSetupSlack",unit="ns"} -7.54
chip_impl_metric{name="nMultiInputCombCells",unit=""} 0
chip_impl_metric{name="placement_rows",unit=""} 52
chip_impl_metric{name="leakage",unit="uW"} 0.00263
chip_impl_metric{name="antenna_violating_nets_post_route",unit=""} 0
chip_impl_metric{name="totalWireLength",unit="um"} 9960
chip_impl_metric{name="worst_ir_drop_vdd",unit="uV"} 1050
chip_impl_metric{name="p_per_area",unit="mW/mm^2"} 2030
chip_impl_metric{name="cts.hold.buffers_added",unit=""} 0
chip_impl_metric{name="layout_worst_path_cycle_share",unit="%"} 110
chip_impl_metric{name="timing.critical_path.slowest_cell_delay",unit="ns"} 0.37
chip_impl_metric{name="cp.buffers_inverters",unit=""} 1
chip_impl_info{name="worstSetupPathType",value="reg -> out"} 1
chip_impl_metric{name="core",unit="sq mm"} 0.0203
chip_impl_metric{name="htree_levels",unit=""} 4
chip_impl_info{name="startpoint_type",value="flip-flop"} 1
chip_impl_metric{name="num_vias",unit=""} 1989
chip_impl_metric{name="top_area_share",unit="%"} 99.9
chip_impl_metric{name="detailedRoute.firstPassIterationCount",unit=""} 3
chip_impl_metric{name="final_critical_path_setup_slack",unit="ns"} -0.0978
chip_impl_metric{name="yosysUniqueCellTypes",unit=""} 2
chip_impl_metric{name="power.switching_fraction",unit="%"} 19.7
chip_impl_metric{name="cts_sinks",unit=""} 119
layer usage:
layer	share of wire (%)	global-route usage (%)	vias up
met4	1.2	1.18	0
met5	0	0	-
li1	-	-	894
met2	48	11.3	145
met1	36	8.18	943
met3	14	4.73	7
cell usage in the layout, fill, tap and decap left out:
| master | synthesis | layout |
|---|---|---|
| sky130_fd_sc_hd__buf_12 | 0 | 2 |
| sky130_fd_sc_hd__buf_2 | 0 | 118 |
| sky130_fd_sc_hd__buf_6 | 0 | 1 |
| sky130_fd_sc_hd__bufinv_16 | 0 | 1 |
| sky130_fd_sc_hd__clkbuf_1 | 0 | 2 |
| sky130_fd_sc_hd__clkbuf_16 | 0 | 17 |
| sky130_fd_sc_hd__clkbuf_8 | 0 | 5 |
| sky130_fd_sc_hd__clkdlybuf4s50_1 | 0 | 120 |
| sky130_fd_sc_hd__clkinv_2 | 0 | 5 |
| sky130_fd_sc_hd__clkinvlp_4 | 0 | 3 |
| sky130_fd_sc_hd__dfrtp_1 | 119 | 119 |
sequential cells by signal (all words and copies together) (netlist names):
| name | count |
|---|---|
| EX.w | 4 |
| ReadData1.w | 32 |
| Rd.w | 5 |
| M.w | 2 |
| WB.w | 2 |
| Rs.w | 5 |
| ExtendedAdr.w | 32 |
| ReadData2.w | 32 |
| Rt.w | 5 |
how the worst max path moves through the flow:
stage / startpoint / endpoint / slack, ns / cells past startpoint
6_report: Rs.w[4]$_DFF_PP0_ / rsOut[4] / -0.1 / 1
5_1_grt: ReadData2.w[1]$_DFF_PP0_ / readData2Out[1] / -0.16 / 1
4_1_cts: ReadData2.w[1]$_DFF_PP0_ / readData2Out[1] / -0.15 / 1
what timing repair did:
item	CTS	global route
setup endpoints to repair	119	119
resized	383	2
gates cloned	0	0
cell families after synthesis:
| kind of cell | count (synthesis) | synth area share (%) |
|---|---|---|
| flip-flops | 119 | 99.9 |
| buffers and inverters | 1 | 0.126 |
cell type report:
type / instances / area, sq um
clock buffers: 24 / 502
inverters: 1 / 7.51
flip-flops and latches: 119 / 2980
clock inverters: 8 / 70.1
fillers: 2089 / 14600
repair buffers: 241 / 1840
well taps: 270 / 338
per-stage QoR:
step	utilization [%]	power, uW	hold slack (ns)
global placement	28.4	6270	0.646
global route	28.3	12300	0.200
finish	28.3	11700	0.227
CTS	28.2	11900	0.198
detailed placement	28.4	6270	0.648
floorplan	-	5210	0.231
power groups by stage:
stage | Clock [uW] | Sequential [uW] | Combinational (uW)
after CTS | 6000 | 5110 | 830
after global routing | 6260 | 5140 | 884
final | 5760 | 5110 | 794
No activity file was given, so power comes from the tool's default toggle rates.
